===== /design/flow/constraint.sdc =====
current_design Decoder

set clk_period 10.7
set clk_io_pct 0.2

create_clock -name clk0 -period $clk_period [get_ports {clk}]

set non_clock_inputs [all_inputs -no_clocks]
set_input_delay [expr $clk_period * $clk_io_pct] -clock clk0 $non_clock_inputs
set_output_delay [expr $clk_period * $clk_io_pct] -clock clk0 [all_outputs]

===== /design/flow/config.mk =====
export PLATFORM = sky130hd
export DESIGN_NAME = Decoder
export DESIGN_NICKNAME = Decoder
export VERILOG_FILES = /design/flow/design.v
export SDC_FILE = /design/flow/constraint.sdc
export NUM_CORES = 4
export LEC_CHECK = 1
export CORE_UTILIZATION = 50

===== /design/flow/design.v =====
`timescale 1ns / 1ps
module Decoder(
    input clk,
    input rstn,
    input [31:0] ALUResult,
    input [31:0] MemData,
    input [31:0] pc4_i,
    input [31:0] pc_i,
    input regWrite,
    input MemtoReg,
    input eRead,
    input [31:0] inst,
    output [31:0] rdata1,
    output [31:0] rdata2,
    output [31:0] imm32,
    output [31:0] ecall_code,
    output [31:0] ecall_a0_data
    );
`timescale 1ns / 1ps
wire [6:0] opcode = inst[6:0];
wire [4:0] raddr1 = inst[19:15];
wire [4:0] raddr2 = inst[24:20];
wire [4:0] rd_v = inst[11:7];
wire [2:0] funct3 = inst[14:12];
reg [31:0] pc_pos;
reg [31:0] wdata;
always @(posedge clk or negedge rstn) begin
    if (~rstn) begin
        pc_pos <= 0;
    end else begin
        pc_pos <= pc_i;
    end
end
always @(*) begin
    if (opcode == 7'b1101111 || opcode == 7'b1100111)
        wdata = pc_pos + 32'h4;
    else if (opcode == 7'b0110111)
        wdata = imm32;
    else if (opcode == 7'b0010111)
        wdata = pc4_i + imm32 + 32'h003FFFF8;
    else if (MemtoReg == 1) begin
            case (funct3)
            3'h0:
                wdata = {{24{MemData[7]}}, MemData[7:0]};
            3'h1:
                wdata = {{16{MemData[16]}}, MemData[15:0]};
            3'h2:
                wdata = MemData;
            3'h4:
                wdata = {24'b0, MemData[7:0]};
            3'h5:
                wdata = {16'b0, MemData[15:0]};
            default:
                wdata = 0;
            endcase
        end
    else
        wdata = ALUResult;
end
RegisterFile uRegisterFile(
    .clk(clk),
    .rstn(rstn),
    .raddr1(raddr1),
    .raddr2(raddr2),
    .waddr(rd_v),
    .wdata(wdata),
    .regWrite(regWrite),
    .rdata1(rdata1),
    .rdata2(rdata2),
    .a7_data(ecall_code),
    .a0_data(ecall_a0_data)
);
ImmGen uImmGen(
    .inst(inst),
    .imm32(imm32)
);
endmodule
`timescale 1ns / 1ps
module ImmGen(
    input [31:0] inst,
    output reg[31:0] imm32
    );
`timescale 1ns / 1ps
wire [6:0] opcode;
wire sign;
assign opcode = inst[6:0];
assign sign = inst[31];
always @(*) begin
    case (opcode)
        7'b0110011: imm32 = {32'b0};
        7'b0010011, 7'b0000011, 7'b1100111: imm32 = {{20{sign}},inst[31:20]};
        7'b0100011: imm32 = {{20{sign}}, inst[31:25], inst[11:7]};
        7'b1100011: imm32 = {{19{sign}}, inst[31], inst[7], inst[30:25], inst[11:8], 1'b0};
        7'b0110111, 7'b0010111: imm32 = {inst[31:12], 12'b0};
        7'b1101111: imm32 = {{12{sign}}, inst[31], inst[19:12], inst[20], inst[30:21], 1'b0};
        default:
            imm32 = 0;
    endcase
end
endmodule
`timescale 1ns / 1ps
module RegisterFile(
    input clk,
    input rstn,
    input [4:0] raddr1,
    input [4:0] raddr2,
    input [4:0] waddr,
    input [31:0] wdata,
    input regWrite,
    output [31:0] rdata1,
    output [31:0] rdata2,
    output [31:0] a7_data,
    output [31:0] a0_data
    );
reg [31:0] registers [31:0];
assign rdata1 = registers[raddr1];
assign rdata2 = registers[raddr2];
assign a7_data = registers[5'd17];
assign a0_data = registers[5'd10];
integer i;
always @(posedge clk or negedge rstn) begin
    registers[0] = 0;
    if (~rstn) begin
        for (i = 0; i < 32; i = i + 1) begin
            registers[i] <= 32'b0;
        end
    end
    else if (regWrite && waddr != 5'b0)
        registers[waddr] <= wdata;
end
endmodule

===== /design/flow/run.sh =====
#!/bin/bash
# OpenROAD 26Q1-2900-gdf79404cd8, Yosys 0.63+post, stock flow scripts
make -C /OpenROAD-flow-scripts/flow DESIGN_CONFIG=/design/flow/config.mk WORK_HOME=/design/flow/orfs finish

==> impl_results.html <==
<h2>Synthesis and place &amp; route</h2>
<table>
<tr><th>Metric</th><th>Value</th></tr>
<tr><th colspan="2">Yosys</th></tr>
<tr><td>Yosys Instances</td><td>5,712</td></tr>
<tr><td>Number of distinct library cell variants in the gate-level netlist after synthesis</td><td>74</td></tr>
<tr><td>Register area share after synthesis</td><td>49.8%</td></tr>
<tr><td>Area of the synthesized netlist per yosys stat</td><td>53,100 sq um</td></tr>
<tr><td>Post-synthesis async set-or-reset flop share</td><td>100%</td></tr>
<tr><td>Top FF cell, synth</td><td>sky130_fd_sc_hd__dfrtp_1</td></tr>
<tr><td>Cells after Synth</td><td>5,712</td></tr>
<tr><td>Mean cell area of the mapped netlist</td><td>9.30 sq um</td></tr>
<tr><td>Yosys warning total</td><td>4</td></tr>
<tr><td>Number of enable flip-flop cells</td><td>0</td></tr>
<tr><td>Synthesized flop and latch total</td><td>1,056</td></tr>
<tr><td>Post-Syn Area</td><td>53,100 sq um</td></tr>
<tr><th colspan="2">Power</th></tr>
<tr><td>Total power draw</td><td>11.6 mW</td></tr>
<tr><td>Total power per unit cell area</td><td>184 nW/um^2</td></tr>
<tr><td>Peak ir drop on the vdd network</td><td>0.000174 V</td></tr>
<tr><td>Leakage power of the design</td><td>27.2 nW</td></tr>
<tr><th colspan="2">Floorplan</th></tr>
<tr><td>Chip Height</td><td>328 microns</td></tr>
<tr><td>Placeable Area</td><td>105,000 sq um</td></tr>
<tr><td>I/O pin count</td><td>325</td></tr>
<tr><td>Die boundary width</td><td>328 microns</td></tr>
<tr><td>Initial standard-cell utilization of the core</td><td>50.5%</td></tr>
<tr><td>Chip Area</td><td>108,000 sq um</td></tr>
<tr><td>Standard-cell rows</td><td>119</td></tr>
<tr><th colspan="2">Cells and area</th></tr>
<tr><td>Filler cell count</td><td>8,981</td></tr>
<tr><td>Register area</td><td>26,400 sq um</td></tr>
<tr><td>Final standard cell utilization of the core</td><td>59.6%</td></tr>
<tr><td>Leading cell type in the layout, fill and taps excluded</td><td>sky130_fd_sc_hd__dfrtp_1</td></tr>
<tr><td>Most frequent cells in the layout</td><td>sky130_fd_sc_hd__dfrtp_1 (1,056), sky130_fd_sc_hd__nand2_1 (1,052), sky130_fd_sc_hd__o21ai_0 (717)</td></tr>
<tr><td>Fraction of final layout cells sized beyond drive strength 1</td><td>10.9%</td></tr>
<tr><td>Relative area change from synthesis to final layout</td><td>18.2%</td></tr>
<tr><td>Number of standard cells in the layout, taps in and fillers out</td><td>7,337</td></tr>
<tr><td>MI comb area</td><td>25,200 sq um</td></tr>
<tr><th colspan="2">Global route</th></tr>
<tr><td>Global routing met1 resource utilization</td><td>68.6%</td></tr>
<tr><td>Number of global-route vias before repair</td><td>50,500</td></tr>
<tr><td>Global routing met2 resource utilization</td><td>70.0%</td></tr>
<tr><td>Number of antenna violations at the first check in global routing</td><td>15</td></tr>
<tr><td>Met3 layer usage reported by global route</td><td>38.0%</td></tr>
<tr><td>GR Overflow Total</td><td>0</td></tr>
<tr><td>GR Util All Layers</td><td>54.3%</td></tr>
<tr><td>Maximum number of pins on one net before global-route repair</td><td>112</td></tr>
<tr><td>Global-route wire length before repair</td><td>387,000 microns</td></tr>
<tr><td>Busiest grt layer</td><td>met2</td></tr>
<tr><th colspan="2">Drt</th></tr>
<tr><td>Final Routed Wirelength</td><td>278,000 microns</td></tr>
<tr><td>Via density per instance</td><td>7.26</td></tr>
<tr><td>Post-route antenna net violation count</td><td>0</td></tr>
<tr><td>Via count of the routed design</td><td>53,300</td></tr>
<tr><td>Drt first pass iters</td><td>8</td></tr>
<tr><td>Remaining design rule violation count</td><td>0</td></tr>
<tr><td>Post-DR wirelength/cell</td><td>37.9 microns</td></tr>
<tr><td>DRT iter0 DRCs</td><td>6,302</td></tr>
<tr><th colspan="2">Clock tree</th></tr>
<tr><td>Number of clock sinks seen by CTS</td><td>1,056</td></tr>
<tr><td>Clock transition at the registers of the reported paths</td><td>0.06 ns</td></tr>
<tr><td>Max H-tree Level</td><td>3</td></tr>
<tr><td>CTS tree</td><td>yes</td></tr>
<tr><td>Number of cells upsized or downsized after cts</td><td>0</td></tr>
<tr><td>CTS Buffer Depth</td><td>3</td></tr>
<tr><td>Post-CTS Hold Buffers</td><td>0</td></tr>
<tr><td>Clock Latency Late Sink</td><td>0.75 ns</td></tr>
<tr><td>Setup repair bufs after CTS</td><td>0</td></tr>
<tr><td>TritonCTS buffer count</td><td>114</td></tr>
<tr><td>Buffer cell driving the clock tree root</td><td>sky130_fd_sc_hd__clkbuf_16</td></tr>
<tr><th colspan="2">Worst setup path</th></tr>
<tr><td>Buffer-and-inverter tally for the worst setup path</td><td>3</td></tr>
<tr><td>Most frequent CP cell</td><td>sky130_fd_sc_hd__clkdlybuf4s50_1</td></tr>
<tr><td>WP data arrival</td><td>6.72 ns</td></tr>
<tr><td>R2r setup slk</td><td>6.97 ns</td></tr>
<tr><td>Worst Setup End Kind</td><td>output port</td></tr>
<tr><td>Nature of the critical path startpoint</td><td>input port</td></tr>
<tr><td>Reg-to-reg critical path endpoint</td><td>uRegisterFile.registers[27][29]</td></tr>
<tr><td>Type of the worst setup path</td><td>input port to output port</td></tr>
<tr><td>Number of cell instances on the worst register-to-register path</td><td>10</td></tr>
<tr><td>Worst stage delay on the critical path</td><td>0.99 ns</td></tr>
<tr><td>Worst path cell trace</td><td>clkdlybuf4s50_1, nand2_1, nor2_4, buf_4, a22oi_1, nand4_1, o32a_1, clkdlybuf4s50_1</td></tr>
<tr><td>Required time worst endpoint</td><td>8.56 ns</td></tr>
<tr><td>Family with the most delay on the worst path</td><td>buffers and inverters</td></tr>
<tr><td>RR Startpoint</td><td>pc_pos[2]</td></tr>
<tr><td>CP Max Fanout</td><td>20</td></tr>
<tr><td>Cell with the largest stage delay on the worst path</td><td>sky130_fd_sc_hd__nor2_4</td></tr>
<tr><th colspan="2">Run</th></tr>
<tr><td>Tool warnings</td><td>39</td></tr>
<tr><td>Number of maximum-capacitance constraint violations</td><td>0</td></tr>
<tr><th colspan="2">Timing</th></tr>
<tr><td>Post-layout period usage of the worst path</td><td>82.8%</td></tr>
<tr><td>Final Skew</td><td>0.0666 ns</td></tr>
<tr><td>RSZ-0062 raised after global routing</td><td>false</td></tr>
<tr><td>Pins over their slew limit</td><td>0</td></tr>
<tr><td>Post-Route Hold Slack</td><td>0.507 ns</td></tr>
<tr><td>Setup-violating endpoint count in the final report</td><td>0</td></tr>
<tr><td>Headroom to the max-slew limit</td><td>15.8%</td></tr>
<tr><td>Final critical-path required period</td><td>8.86 ns</td></tr>
<tr><td>Total Neg Setup Slack</td><td>0 ns</td></tr>
<tr><td>Worst-Margin Slew</td><td>1.26 ns</td></tr>
<tr><td>Final hold viol count</td><td>0</td></tr>
<tr><td>Maximum clock rate</td><td>0.113 GHz</td></tr>
<tr><th colspan="2">Status</th></tr>
<tr><td>Status</td><td>finished clean</td></tr>
<tr><th colspan="2">Placed design</th></tr>
<tr><td>Cells after DPL</td><td>7,109</td></tr>
<tr><td>Half-perimeter wire length after placement</td><td>163,000 microns</td></tr>
<tr><td>I/O Buffers</td><td>323</td></tr>
<tr><td>GP Congestion</td><td>1.01</td></tr>
<tr><th colspan="2">Min path</th></tr>
<tr><td>Number of cells on the worst hold path</td><td>2</td></tr>
<tr><td>Destination of the worst hold path</td><td>uRegisterFile.registers[18][9]</td></tr>
<tr><td>Beginning of the worst hold path</td><td>uRegisterFile.registers[18][9]</td></tr>
<tr><td>Worst min path class</td><td>register to register</td></tr>
</table>
-- how the worst max path moves through the flow --
stage / startpoint / to / slack (ns) / depth (start not counted)
after CTS: inst[22] / rdata2[11] / 2.22 / 8
after global routing: inst[22] / rdata2[10] / 1.95 / 9
final: inst[22] / rdata2[10] / 1.84 / 8
-- through the flow --
| stage | setup slack, ns | cell area (sq um) |
|---|---|---|
| after floorplan | 4.27 | 53200 |
| final | 1.84 | 62700 |
| after CTS | 2.22 | 62700 |
| after detailed placement | 2.22 | 58500 |
| after global placement | 2.24 | 58500 |
| after global routing | 1.95 | 62700 |
-- layer usage --
layer  vias up  part of all wire [%]  routed length [microns]
li1      21500                     -                        -
met1     25500                    35                    96700
met2      4761                    39                   110000
met3      1460                    18                    51200
met4        32                   7.4                    20500
met5         -                  0.14                      402
-- state kept, by name, indices dropped and copies added (netlist names) --
signal	cells
pc_pos	32
uRegisterFile.registers	1024
-- power breakdown --
| part | internal [mW] | leakage [nW] | total [mW] | switching [mW] |
|---|---|---|---|---|
| combinational | 0.732 | 11.4 | 1.73 | 1.00 |
| clock | 2.64 | 2.02 | 4.39 | 1.75 |
| sequential | 4.71 | 13.7 | 5.43 | 0.714 |
-- area by class of cell --
cell class | instances | area share, %
Tap cell | 1391 | 2.77
Clock buffer | 164 | 5.38
Multi-Input combinational cell | 4047 | 40.1
Clock inverter | 43 | 1.26
Timing Repair Buffer | 523 | 7.71
Inverter | 92 | 0.550
Antenna cell | 21 | 0.0837
Sequential cell | 1056 | 42.1
-- worst reg2reg max path, stage by stage (launching register included) --
cell,delay [ns]
sky130_fd_sc_hd__dfrtp_1,0.38
sky130_fd_sc_hd__and4_1,0.52
sky130_fd_sc_hd__nand3_1,0.23
sky130_fd_sc_hd__nor4_1,0.37
sky130_fd_sc_hd__xor2_1,0.20
sky130_fd_sc_hd__o221ai_1,0.44
sky130_fd_sc_hd__nor3b_1,0.11
sky130_fd_sc_hd__mux2_4,0.30
sky130_fd_sc_hd__a211oi_4,0.21
sky130_fd_sc_hd__buf_4,0.54
sky130_fd_sc_hd__o21ai_1,0.27
-- cells by family after synthesis --
family / synth area share (%)
AOI/OAI and AO/OA: 29.6
xor gates and xnor gates: 0.792
adders and majority gates: 1.50
buffers and inverters: 4.71
DFF: 49.8
muxes: 1.05
other: 0.00706
and+or+nand+nor: 12.6
-- Yosys cell counts (14+ instances only) --
library cell	number	area share, %
sky130_fd_sc_hd__xnor2_1	30	0.49
sky130_fd_sc_hd__a22o_1	322	5.3
sky130_fd_sc_hd__o21ai_1	192	1.8
sky130_fd_sc_hd__nor3_1	15	0.14
sky130_fd_sc_hd__nand4_1	139	1.6
sky130_fd_sc_hd__inv_1	91	0.64
sky130_fd_sc_hd__nand2_1	1075	7.6
sky130_fd_sc_hd__a21o_1	25	0.35
sky130_fd_sc_hd__clkbuf_1	501	3.5
sky130_fd_sc_hd__o32a_1	64	1.2
sky130_fd_sc_hd__and3_1	14	0.16
sky130_fd_sc_hd__mux2_2	46	0.98
sky130_fd_sc_hd__o31ai_2	31	0.73
sky130_fd_sc_hd__dfrtp_1	1056	50
sky130_fd_sc_hd__a21oi_1	162	1.5
sky130_fd_sc_hd__nor2_1	138	0.98
sky130_fd_sc_hd__ha_1	62	1.5
sky130_fd_sc_hd__o21ai_0	730	6.9
sky130_fd_sc_hd__o21ai_2	31	0.51
sky130_fd_sc_hd__a22oi_1	329	4.7
sky130_fd_sc_hd__xor2_1	18	0.30
sky130_fd_sc_hd__buf_2	24	0.23
sky130_fd_sc_hd__buf_1	14	0.099
sky130_fd_sc_hd__nand3_1	99	0.93
sky130_fd_sc_hd__a221oi_1	326	5.4
sky130_fd_sc_hd__nor2b_1	16	0.19
Power is estimated from default activity; no workload was simulated.
