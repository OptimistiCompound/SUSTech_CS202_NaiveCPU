===== /design/flow/config.mk =====
export PLATFORM = sky130hd
export DESIGN_NAME = ALU
export DESIGN_NICKNAME = ALU
export VERILOG_FILES = /design/flow/design.v
export SDC_FILE = /design/flow/constraint.sdc
export NUM_CORES = 4
export LEC_CHECK = 1
export CORE_UTILIZATION = 40

===== /design/flow/constraint.sdc =====
current_design ALU

set clk_period 43.4
set clk_io_pct 0.2

create_clock -name clk0 -period $clk_period

set non_clock_inputs [all_inputs -no_clocks]
set_input_delay [expr $clk_period * $clk_io_pct] -clock clk0 $non_clock_inputs
set_output_delay [expr $clk_period * $clk_io_pct] -clock clk0 [all_outputs]

===== /design/flow/design.v =====
`timescale 1ns / 1ps
module ALU(
    input [31:0] ReadData1,          
    input [31:0] ReadData2,          
    input [31:0] imm32,              
    input ALUSrc,                    
    input [1:0] ALUOp,               
    input [2:0] funct3,              
    input [6:0] funct7,              
    input [3:0] Ftype,               
    output reg [31:0] ALUResult,     
    output reg zero                      
    );
`timescale 1ns / 1ps
reg [3:0] ALUControl;
wire [31:0] operand1 = ReadData1;
wire [31:0] operand2 = (ALUSrc==1) ? imm32 : ReadData2;
wire [31:0] fadd_result, product_result;
wire [11:0] com_funct = {1'b0, funct3, 1'b0, funct7};
always @(*) begin
    case(ALUOp)
        2'b00:begin  
            ALUControl = 4'b0100;
        end
        2'b01:begin  
            if (funct3 == 3'h6 || funct3 == 3'h7)
                ALUControl = 4'b1100;
            else
                ALUControl = 4'b0110;
        end
        2'b10:begin  
            if (com_funct == 12'h0_00)
                ALUControl = 4'b0100;
            else if (com_funct == 12'h0_20)
                ALUControl = 4'b0110;
            else if (com_funct == 12'h4_00)
                ALUControl = 4'b1001;
            else if (com_funct == 12'h6_00)
                ALUControl = 4'b1000;
            else if (com_funct == 12'h7_00)
                ALUControl = 4'b0111;
            else if (com_funct == 12'h1_00)
                ALUControl = 4'b0001;
            else if (com_funct == 12'h5_00)
                ALUControl = 4'b0010;
            else if (com_funct == 12'h5_20)
                ALUControl = 4'b0011;
            else if (com_funct == 12'h2_00)
                ALUControl = 4'b1011;
            else if (com_funct == 12'h3_00)
                ALUControl = 4'b1010;
            else if (com_funct == 12'h0_01)
                ALUControl = 4'b1110; 
            else
                ALUControl = 4'b0000;
        end 
        2'b11:begin  
            if (funct3 == 3'h0)
                ALUControl = 4'b0100;
            else if (funct3 == 3'h4)
                ALUControl = 4'b1001;
            else if (funct3 == 3'h6)
                ALUControl = 4'b1000;
            else if (Ftype == 4'b0001)
                ALUControl = 4'b1101;
            else if (funct3 == 3'h7)
                ALUControl = 4'b0111;
            else if (com_funct == 12'h1_00)
                ALUControl = 4'b0001;
            else if (com_funct == 12'h5_00)
                ALUControl = 4'b0010;
            else if (com_funct == 12'h5_20)
                ALUControl = 4'b0011;
            else if (funct3 == 3'h2)
                ALUControl = 4'b1011;
            else if (funct3 == 3'h3)
                ALUControl = 4'b1010;
            else
                ALUControl = 4'b0000;
        end
    endcase
end
always @(*) begin
    case (ALUControl)
        4'b0000:              ALUResult = 0;
        4'b0001:            ALUResult = operand1 << operand2[4:0];
        4'b0010:            ALUResult = operand1 >> operand2[4:0];
        4'b0011:      ALUResult = $signed(operand1) >>> operand2[4:0];
        4'b0100:               ALUResult = $signed(operand1) + $signed(operand2);
        4'b0110:               ALUResult = $signed(operand1) - $signed(operand2);
        4'b0111:               ALUResult = operand1 & operand2;
        4'b1000:                ALUResult = operand1 | operand2;
        4'b1001:               ALUResult = operand1 ^ operand2;
        4'b1010:ALUResult = {31'b0, $unsigned(operand1) < $unsigned(operand2)};
        4'b1011:  ALUResult = {31'b0, $signed(operand1) < $signed(operand2)};
        4'b1100:      ALUResult = $unsigned(operand1) - $unsigned(operand2);
        4'b1101:              ALUResult = fadd_result;
        4'b1110:           ALUResult = product_result;
        default: 
            ALUResult = 0;
    endcase
end
always @(*) begin
    if (ALUOp == 2'b01) begin
        case (funct3)
            3'h0:          zero = (ALUResult == 0);
            3'h1:          zero = (ALUResult != 0);
            3'h4:          zero = ($signed(ALUResult) < 0);
            3'h5:          zero = ($signed(ALUResult) >= 0);
            3'h6:         zero = ($unsigned(operand1) < $unsigned(operand2));
            3'h7:         zero = ($unsigned(operand1) >= $unsigned(operand2));
            default: 
                zero = (ALUResult == 0);
        endcase
    end
    else 
        zero = (ALUResult == 0);
end
Float_Addition fadd(
    .operand1(operand1),
    .operand2(operand2),
    .addition_result(fadd_result)
);
MUL mul(
    .operand1(operand1[15:0]),
    .operand2(operand2[15:0]),
    .product_result(product_result)
);
endmodule
module Float_Addition(
    input [31:0]operand1,
    input [31:0]operand2,
    output reg [31:0]addition_result
);
wire [11:0] float1 = {operand1[7:0], 4'b0};  
wire [11:0] float2 = {operand2[7:0], 4'b0};  
reg  sign1, sign2, final_sign;       
reg  [2:0] exp1, exp2;       
reg  [15:0] m_align1, m_align2;
reg  [15:0] sum_m;        
always @(*) begin
    sign1 = float1[11];
    exp1  = float1[10:8];
    sign2 = float2[11];
    exp2  = float2[10:8];
    m_align1 = {7'b0, 1'b1, float1[7:0]};
    m_align2 = {7'b0, 1'b1, float2[7:0]};
    if (exp1 < 3) begin
        m_align1 = m_align1 >> (3 - exp1);
    end else if (exp1 > 3) begin
        m_align1 = m_align1 << (exp1 - 3);
    end
    if (exp2 < 3) begin
        m_align2 = m_align2 >> (3 - exp2);
    end else if (exp2 > 3) begin
        m_align2 = m_align2 << (exp2 - 3);
    end
    if(sign1 == sign2) begin
        sum_m = m_align1 + m_align2;
        final_sign = sign1;
    end else begin
        if(m_align1 >= m_align2) begin
            sum_m = m_align1 - m_align2;
            final_sign = sign1;
        end else begin
            sum_m = m_align2 - m_align1;
            final_sign = sign2;
        end
    end
    if (final_sign == 1) begin
        addition_result[31:24] = 8'hFF;
    end else begin
        addition_result[31:24] = 8'h00;
    end
    addition_result[23:0] = {16'b0, sum_m[15:8]};
end
endmodule
module MUL(
    input [15:0]operand1,
    input [15:0]operand2,
    output reg [31:0]product_result
);
    wire sign = operand1[15] ^ operand2[15];
    wire [16:0] abs_op1 = operand1[15] ? {1'b0, ~operand1} + 1'b1 : {1'b0, operand1};
    wire [16:0] abs_op2 = operand2[15] ? {1'b0, ~operand2} + 1'b1 : {1'b0, operand2};
    wire [31:0] unsigned_product = abs_op1 * abs_op2;
    always @(*) begin
        product_result = sign ? (~unsigned_product + 1) : unsigned_product;
    end
endmodule

===== /design/flow/run.sh =====
#!/bin/bash
# OpenROAD 26Q1-2900-gdf79404cd8, Yosys 0.63+post, stock flow scripts
make -C /OpenROAD-flow-scripts/flow DESIGN_CONFIG=/design/flow/config.mk WORK_HOME=/design/flow/orfs finish

==> results.ini <==
[synthesis]
synth.yosys.num_cells=3400
synth_cells=3400
yosys.stat.chipArea_sq_um=25400
number_of_unique_standard_cell_types_used_by_synthesis=106
synth-warning-count=3
postSynthSeqShare=0
synth_area_per_cell_sq_um=7.48
syn-cell-area_sq_um=25400

[run_status]
outcome=finished clean

[placement]
dpl.hpwl_um=95700
placedCellCount=4360
portBuffers=146
gp_routability_congestion=1.05

[timing]
finalClockPeriodUsage=0.679
final_hold_viol_count=0
setup_viol=0
period_needed_ps=29470
fmaxAchievable_mhz=33.9
grt_setup_unrepaired=false
timing_worst_slew_pin_value_ps=1040
slew-limit-headroom=0.302
tns_ps=0
max_transition_viols_final=0

[grt]
grt_remaining_overflow=0
global_route.usage.total=0.374
grt_pass1_vias=26130
grt_antenna_before_repair=6
grt_max_degree=69
grt_pass1_wl_um=172000

[worst_setup_path]
critPathKind=input pin to output port
end_kind=output port
critPathLaunchType=input pin
crit_top_cell=fa_1
crit_arrival_ps=20790
path_max_fanout=30
timing.critical_path.required_ps=34720
max_stage_delay_ps=700
crit_path_max_delay_cell_type=nor4_4

[routing]
drt_first_iter_violations=2651
routed-wl-met3_um=13800
drt_wl_total_um=117000
wl_met1_um=49200
drc_errors=0
vias=26998
met2RoutedLength_um=50600
wl_per_cell_um=26.9
avgViaCountPerCell=6.19
drtPass1Iterations=6
top_layer_used=met5
final_antenna_net_count=0

[min_path]
holdCritPathClass=input pin to output port

[layout]
seq_cell_count=0
flop_area_sq_um=0
synthToLayoutAreaGrowth_pct=11.5
combinational_cell_area_excluding_buffers_and_inverters_sq_um=23200
fillCellCount=6505
layout-drive-gt1-share=0.0766
layoutNonFillerInstCount=4364
clkbuf_count=0

[job]
stage_log_warnings=127
timing.max_cap.violations=0

[die]
num_rows=92
die_height_um=254
die_area_sq_um=64600
top_level_ports=146
dieWidth_um=254
initCoreUtil=0.404
coreArea_sq_um=63000

[pwr]
psw_mw=2.38
irDropWorstVdd_mv=0.273
power_report.internal_total_mw=1.41
sw_ratio=0.627
cellPowerDensity_nw_per_um2=134
p_leak_nw=12.7

[clocking]
post_cts.resized_instances=0
buffers_inserted_by_post_cts_timing_repair=0
holdBufCountCts=0

## metrics by stage
step | hold slack (ps) | area, sq um | power (mW) | setup slack [ps] | util
3_3_place_gp | 18780 | 28400 | 3.78 | 14220 | 0.450
4_1_cts | 18780 | 28400 | 3.80 | 13940 | 0.450
5_1_grt | 18830 | 28400 | 4.23 | 13200 | 0.450
3_5_place_dp | 18780 | 28400 | 3.77 | 13930 | 0.450
2_1_floorplan | 17550 | 25600 | 2.77 | 16190 | -
6_report | 18780 | 28400 | 3.79 | 13930 | 0.450
## worst paths after layout
kind / slack [ps] / startpoint / cells after the start / end
hold / removal: 18780 / ALUOp[0] / 5 / zero
setup / recovery: 13930 / ALUSrc / 35 / zero
## Yosys cell counts (13+ instances only)
cell type	number	share of area
o221ai_1	17	0.0059
nand3_1	69	0.014
mux2i_1	95	0.037
a31oi_1	26	0.0064
nor2b_1	29	0.0071
a211oi_1	43	0.013
a211o_1	15	0.0052
nand4_1	35	0.0086
o21a_1	18	0.0053
o21ai_0	129	0.025
or4_1	13	0.0038
and2_1	57	0.014
a21oi_1	193	0.038
a22oi_1	26	0.0077
clkbuf_1	134	0.020
xnor2_1	129	0.044
a221oi_1	15	0.0052
buf_2	38	0.0075
mux4_2	63	0.056
nor3_1	61	0.012
o32ai_1	13	0.0045
fa_1	225	0.18
a21o_1	41	0.012
o31ai_1	30	0.0089
nand2_1	381	0.056
nor4_1	25	0.0062
inv_1	433	0.064
or3_1	22	0.0054
a32oi_1	15	0.0052
nand2b_1	37	0.0091
o211ai_1	55	0.016
o2111ai_1	15	0.0052
buf_1	20	0.0030
or2_2	15	0.0037
o22ai_1	35	0.0086
nor2_1	258	0.038
xor2_1	32	0.011
and3_1	22	0.0054
a2111oi_0	23	0.0079
ha_1	281	0.14
## placed cells by master, fill, tap and decap left out, types with 128 or more instances in the layout
master	n
xnor2_1	128
inv_1	433
buf_4	135
ha_1	281
nor2_1	257
o21ai_0	129
a21oi_1	192
clkdlybuf4s50_1	145
nand2_1	381
fa_1	225
## power groups by stage
stage / clock (mW) / combinational (mW) / sequential (mW)
after global routing: 0 / 4.23 / 0
after CTS: 0 / 3.80 / 0
## critical path, delay by kind of cell
| kind | cells | cell delay (ps) |
|---|---|---|
| muxes | 1 | 300 |
| and+or+nand+nor | 12 | 4320 |
| xor gates and xnor gates | 2 | 470 |
| AOI/OAI and AO/OA | 5 | 1060 |
| buffers and inverters | 7 | 1990 |
| adders and majority gates | 8 | 3910 |
## cell type report
type / count / share of cell area
tap: 846 / 0.0373
timing repair buffer: 281 / 0.0871
antenna: 4 / 0.000353
inverter: 442 / 0.0585
multi-input combinational: 2791 / 0.817
## logic make-up (layout without fill, tap and decap cells)
family / count (synthesis) / after routing / synth area share
other: 2 / 40 / 0.000295
AND/OR/NAND/NOR: 1074 / 1074 / 0.202
XOR/XNOR: 162 / 162 / 0.0563
AND-OR/OR-AND: 846 / 846 / 0.230
adder cells (fa/ha/maj): 506 / 506 / 0.315
buffers and inverters: 643 / 723 / 0.0987
multiplexers: 167 / 167 / 0.0977
## routing by layer
metal,vias to the layer above,global-route usage
met5,-,0.00376
met4,4,0.0912
met3,204,0.120
met2,1490,0.554
met1,13106,0.537
li1,12194,-
Power and IR drop assume default switching activity.
